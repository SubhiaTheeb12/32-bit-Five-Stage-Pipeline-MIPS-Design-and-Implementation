`./config.mk`:
```
export PLATFORM = sky130hd
export DESIGN_NAME = register_file
export DESIGN_NICKNAME = register_file
export VERILOG_FILES = /design/flow/design.v
export SDC_FILE = /design/flow/constraint.sdc
export NUM_CORES = 4
export LEC_CHECK = 1
export CORE_UTILIZATION = 50
```
`./constraint.sdc`:
```
current_design register_file

set clk_period 6.7
set clk_io_pct 0.2

create_clock -name clk0 -period $clk_period [get_ports {clk}]

set non_clock_inputs [all_inputs -no_clocks]
set_input_delay [expr $clk_period * $clk_io_pct] -clock clk0 $non_clock_inputs
set_output_delay [expr $clk_period * $clk_io_pct] -clock clk0 [all_outputs]
```
`./design.v`:
```
module register_file (
    input wire [4:0] rs,  
    input wire [4:0] rt,  
    input wire [4:0] rd,  
    input wire [31:0] writeData,  
    input wire RegWrite,  
    input wire clk,  
    output reg [31:0] readData1,  
    output reg [31:0] readData2  
);
reg [31:0] registers [0:31];  
always @(posedge clk) begin
    if (RegWrite) begin
        registers[rd] <= writeData;
    end
    readData1 <= registers[rs];
    readData2 <= registers[rt];
end
endmodule
```
`./run.sh`:
```
#!/bin/bash
# OpenROAD 26Q1-2900-gdf79404cd8, Yosys 0.63+post, stock flow scripts
make -C /OpenROAD-flow-scripts/flow DESIGN_CONFIG=/design/flow/config.mk WORK_HOME=/design/flow/orfs finish
```
==> impl_metrics.json <==
{
  "worst_slack_ns": 2.34,
  "synthCells": 3450,
  "syn_area_sq_um": 50100,
  "initCoreUtil_pct": 50.7,
  "finalCritPeriodShare_pct": 65.1,
  "max_freq_mhz": 229,
  "clockRootBuffer": "clkbuf_16",
  "num_io_pins": 113,
  "period_minus_slack_ns": 4.36,
  "logic_area_sq_um": 16800,
  "synthMuxAreaShare_pct": 20.5,
  "regArea_sq_um": 32000,
  "routed_wl_um": 158000,
  "reg2reg_slack_ns": 4.54,
  "synthTopLogicFamily": "multiplexers",
  "critical_path_peak_fanout": 79,
  "place_ws_ns": 1.76,
  "yosys_warnings": 1,
  "synth_cell_type_count": 24,
  "n_fill_cell": 7438,
  "hold_viol": 0,
  "setup_tns_ns": 0,
  "vias": 31684,
  "gr-usage-met3_pct": 27.8,
  "antenna_left": 0,
  "drt_iter0_markers": 2471,
  "maxCapViolCount": 0,
  "syn_area_per_cell_sq_um": 14.5,
  "htree_levels": 3,
  "relSlewSlack_pct": 28.8,
  "yosys_cells": 3450,
  "warnings": 26,
  "aoi_share_pct": 7.84,
  "crit_required_ns": 7.22,
  "maxSlewViolCount": 0,
  "cts_tree": "done",
  "clkPwrFrac_pct": 41.9,
  "die_w_um": 318,
  "grt_antenna_before_repair": 5,
  "core_sq_um": 98900,
  "yosys_area_sq_um": 50100,
  "swShare_pct": 23.0,
  "grt.busiest_layer": "met1",
  "clockBufferDepth": 3,
  "firstDrtPassIters": 6,
  "grt_use_met1_pct": 45.3,
  "setup_viol": 0,
  "whs_ns": 0.631,
  "rsz0062_at_grt": "false",
  "clock_latency_ns": 0.71,
  "synth-seq-cells": 1088,
  "cp-start-kind": "input pin",
  "grt_pass1_vias": 33297,
  "num_rows": 115,
  "area_delta_synth_final_pct": 12.8,
  "die_area_sq_um": 101000,
  "xor_share_pct": 0,
  "numCtsBuffers": 117,
  "combPwrFrac_pct": 8.6,
  "grt_max_degree": 86,
  "crit_type": "input pin to flop",
  "track_usage_pct": 34.0,
  "power_density_nw_per_um2": 275,
  "p_seq_share_pct": 49.4,
  "yosys.area_share.adder_pct": 0,
  "cts_hold_buf": 0,
  "simple_gate_area_share_pct": 4.59,
  "post-dp-hpwl_um": 92500,
  "vias_per_cell": 6.42,
  "p_int_mw": 11.9,
  "globalRouteMet2Util_pct": 45.0,
  "clkSinkCount": 1088,
  "critPathCaptureType": "flop",
  "wl_per_cell_um": 32.0,
  "ys_seq_share_pct": 64.0,
  "hp-class": "flop to flop",
  "cts_resized": 0,
  "gp_congestion": 0.945,
  "leakage_nw": 20.9,
  "die.size.y_um": 318,
  "p_switching_mw": 3.58,
  "arrival_ns": 4.89,
  "fin_skew_ns": 0.0279,
  "port_buffers": 112,
  "ir_drop_mv": 0.232,
  "remaining_drc_errors": 0,
  "grt_pass1_wl_um": 227000,
  "post_cts_buffers": 0,
  "max_slew.worst_pin.slew_ns": 1.06,
  "clkTransAtPathRegs_ns": 0.06,
  "grt_overflow": 0,
  "status": "completed",
  "layout-drive-gt1-share_pct": 9.44
}
==> stage by stage <==
stage	power, mW	util, %	std cells	cell area [sq um]
3_3_place_gp	9.13	53.2	4712	52600
6_report	15.5	57.1	4933	56500
5_1_grt	15.9	57.1	4933	56500
2_1_floorplan	8.47	-	3450	50100
4_1_cts	15.6	57.1	4932	56500
3_5_place_dp	9.13	53.2	4712	52600
==> worst paths after layout <==
check / depth (start not counted) / end / start
setup / recovery: 7 / readData2[8] / rt[0]
hold / removal: 4 / readData1[7] / registers[16][7]
setup reg to reg: 4 / readData2[13] / registers[18][13]
hold reg to reg: 4 / readData1[7] / registers[16][7]
==> metal layers <==
layer  vias up  part of all wire [%]
met5         -                  0.38
met4        16                   2.3
met3       251                    19
met2      2029                    42
met1     15595                    36
li1      13793                     -
==> cells in the mapped netlist <==
library cell,n,share of area [%]
edfxtp_1,1024,61
mux2i_1,1024,20
nand2_1,195,1.5
nand3_1,194,1.9
a21oi_1,192,1.9
a22oi_1,192,2.9
a22o_1,128,2.2
clkbuf_1,86,0.64
buf_2,70,0.70
a31oi_1,64,0.80
dfxtp_1,64,2.6
nor3_1,64,0.64
buf_4,47,0.70
buf_6,45,1.0
nor2_1,35,0.26
nand3b_1,5,0.075
clkbuf_4,4,0.060
nand2b_1,4,0.050
nor2b_1,4,0.050
or3b_2,3,0.052
and2_1,2,0.025
or2_2,2,0.025
buf_1,1,0.0075
or3_1,1,0.013
==> registers in the layout (all words and copies together), names as in the netlist <==
register,count
readData2,32
readData1,32
registers,1024
==> logic make-up after synthesis <==
| group | count (synthesis) |
|---|---|
| AND-OR/OR-AND | 576 |
| flip-flops | 1088 |
| multiplexers | 1024 |
| buffers and inverters | 253 |
| AND/OR/NAND/NOR | 509 |
==> worst max-delay path: stages <==
cell,delay [ns]
clkdlybuf4s50_1,0.65
nor2b_4,0.54
buf_12,0.53
buf_4,0.67
a21oi_1,0.14
a31oi_1,0.73
nand3_1,0.17
==> area by class of cell <==
| class | count | share of cell area, % |
|---|---|---|
| flip-flops and latches | 1088 | 56.7 |
| diodes | 1 | 0.00443 |
| multi-input cells | 2109 | 29.7 |
| well taps | 1287 | 2.85 |
| clock inverters | 46 | 0.982 |
| repair buffers | 228 | 3.79 |
| clock buffers | 174 | 5.92 |
==> placed cells by master (no fill, tap or decap), drive strengths merged <==
master / instances
or3: 1
a21oi: 192
a31oi: 64
nand3b: 5
nor3: 64
nand3: 194
clkbuf: 174
diode: 1
clkinvlp: 2
or3b: 3
nand2b: 4
clkdlybuf4s50: 108
or2: 2
dfxtp: 64
clkinv: 28
bufinv: 12
nor2: 35
buf: 120
a22oi: 192
edfxtp: 1024
a22o: 128
inv: 4
nor2b: 4
and2: 2
mux2i: 1024
nand2: 195
==> power by group through the flow <==
stage     Combinational (mW)  Clock, mW  Sequential (mW)
4_1_cts                 1.32       6.59             7.67
6_report                1.34       6.51             7.68
5_1_grt                 1.42       6.84             7.69
Power is estimated from default activity; no workload was simulated.
