==> /design/flow/design.v <==
module Exe(
    input wire clk,         
    input wire reset,       
    input wire [31:0] aluResult,   
    input wire [31:0] dataIn,      
    input wire writeEnable,         
    input wire [1:0] memOp,         
    input wire [31:0] address,      
    output reg [31:0] dataOut,      
    output reg memWriteEnable       
);
    reg [31:0] prevAluResult;
    reg [31:0] prevDataIn;
    reg [1:0] prevMemOp;
    reg [31:0] prevAddress;
    reg [31:0] memory [0:255];   
    generate
        genvar i;
        for (i = 0; i < 256; i = i + 1) begin : INIT_MEM
            initial begin
                memory[i] = 0;
            end
        end
    endgenerate
    always @(posedge clk or posedge reset) begin
        if (reset) begin
            prevAluResult <= 0;
            prevDataIn <= 0;
            prevMemOp <= 0;
            prevAddress <= 0;
            dataOut <= 0;
            memWriteEnable <= 0;
        end else begin
            prevAluResult <= aluResult;
            prevDataIn <= dataIn;
            prevMemOp <= memOp;
            prevAddress <= address;
            case (prevMemOp)
                2'b00: dataOut <= memory[prevAddress];   
                2'b01: begin   
                            if (writeEnable) begin
                                memory[prevAddress] <= prevDataIn;
                            end
                        end
                default: begin
                        end
            endcase
            memWriteEnable <= (prevMemOp == 2'b01) ? writeEnable : 1'b0;
        end
    end
endmodule  
==> /design/flow/run.sh <==
#!/bin/bash
# OpenROAD 26Q1-2900-gdf79404cd8, Yosys 0.63+post, stock flow scripts
make -C /OpenROAD-flow-scripts/flow DESIGN_CONFIG=/design/flow/config.mk WORK_HOME=/design/flow/orfs finish
==> /design/flow/config.mk <==
export PLATFORM = sky130hd
export DESIGN_NAME = Exe
export DESIGN_NICKNAME = Exe
export VERILOG_FILES = /design/flow/design.v
export SDC_FILE = /design/flow/constraint.sdc
export NUM_CORES = 4
export LEC_CHECK = 1
export CORE_UTILIZATION = 30
==> /design/flow/constraint.sdc <==
current_design Exe

set clk_period 9.5
set clk_io_pct 0.2

create_clock -name clk0 -period $clk_period [get_ports {clk}]

set non_clock_inputs [all_inputs -no_clocks]
set_input_delay [expr $clk_period * $clk_io_pct] -clock clk0 $non_clock_inputs
set_output_delay [expr $clk_period * $clk_io_pct] -clock clk0 [all_outputs]
==> out/README.md <==
| Item | This run |
|:---|:---|
| Result of the run | complete, but fails checks |
| Failing checks | capacitance limit, slew limit |
| Fp_density | 30.1% |
| Most used DFF post-synth | sky130_fd_sc_hd__edfxtp_1 |
| Clock tree from TritonCTS | yes |
| Peak VDD IR | 0.000227 V |
| Sequential area share after synthesis | 81.6% |
| Post-synth regs | 8267 |
| Leading cell types in the layout, fill and taps excluded | 8192 x sky130_fd_sc_hd__edfxtp_1, 2250 x sky130_fd_sc_hd__a22oi_1, 1233 x sky130_fd_sc_hd__buf_4 |
| Via count of the first global-routing pass | 191134 |
| Cell repeated most along the worst path | sky130_fd_sc_hd__buf_4 |
| Number of levels in the clock H-tree | 6 |
| Cell-by-cell trace of the critical path | buf_4 > buf_4 > nand4bb_4 > buf_4 > buf_4 > nor2_1 > buf_4 > a22oi_1 > nand4_1 > nor4_1 > buf_4 > nand4_1 > nor3_1 > o21ai_0 |
| Core area | 1010000 µm² |
| Final hold violations | 0 |
| Number of instances in the synthesized netlist | 16799 |
| Buffer type at the clock tree root | sky130_fd_sc_hd__clkbuf_16 |
| Comb gate area | 53400 µm² |
| Post-CTS setup buffers | 0 |
| Chip area estimate from yosys synthesis | 304000 µm² |
| Startpoint kind of the worst setup timing path | flop |
| Post-route fraction of the period consumed by the critical path | 86.3% |
| Number of top-level design ports | 134 |
| Number of buffers added by the clock tree synthesis step | 797 |
| Start point of the critical path | prevAddress[0]$_DFF_PP0_ |
| Post-synth mux share | 0.187% |
| Clock transition at the register clock pins on the worst setup and hold paths after CTS | 0.06 ns |
| Chip footprint | 1020000 µm² |
| Area share of xor/xnor cells in the synthesized design | 0.0115% |
| Ratio of cells with drive above 1 in the final layout | 15.7% |
| Least-Margin Pin Slew | 1.57 ns |
| Min Clock Period, post-route | 8.20 ns |
| Maximum number of pins on one net before global-route repair | 120 |
| Number of fill cells | 92171 |
| DRC | 0 |
| Sort of element at the end of the critical path | flop |
| Required time reported for the critical path endpoint | 10.55 ns |
| Count of flip-flops with a built-in enable after synthesis | 8192 |
| Basic-gate share of the synthesized area counting and, or, nand and nor cells | 4.48% |
| Worst Path Arrival | 9.24 ns |
| Post-synthesis cell type with the largest combined area | sky130_fd_sc_hd__edfxtp_1 |
| Worst flop-to-flop path startpoint | prevAddress[0]$_DFF_PP0_ |
| Setup slack of the critical path after layout | 1.30 ns |
| Total Routed Length | 1210000 µm |
| Main kind of combinational logic by area | AND-OR/OR-AND gates |
| Accumulated negative setup slack | 0 ns |
| Ao+oa area frac | 12.0% |
| Register area | 248000 µm² |
| Proportion of netlist area held by the largest area contributor | 81.0% |
| Initial drt markers | 17417 |
| Worst Path Class, Setup | flop to flop |
| Class of the tightest hold or removal check | flop to flop |
| Routed Antenna Nets | 0 |
| Yosys cell count | 16799 |
| Chip Width | 1010 µm |
| Number of vias per cell after detailed routing | 5.85 |
| Unrepaired setup endpoints after global routing | false |
| Count of placed standard cells including taps | 30196 |
| Die extent in y | 1010 µm |
| Worst R2R Setup Slack | 1.30 ns |
| Cell Count, Final, Fillers Out | 31814 |
| Cell with the largest stage delay on the worst path | sky130_fd_sc_hd__nor4_1 |
| Overall via count from detail_route | 185989 |
| Overall routing resource usage | 25.0% |
| DRT Pass-1 Iters | 9 |
| Post-cts sizing count | 0 |
| Cell Rows | 369 |
| Leftover overflow at the end of global routing | 0 |
| Avg Cell Area, Syn | 18.1 µm² |
| Clock Sinks | 8267 |
| Critical path's largest stage delay | 1.25 ns |
| Last weighted congestion value of the routability-driven placer | 1.08 |
| Tool warnings | 92 |
| Warnings from Yosys | 2 |
| Most common logic cell in the routed design | sky130_fd_sc_hd__edfxtp_1 |
| Share of synthesized registers carrying an async set or reset | 0.907% |
| Most area-consuming cells after synthesis | sky130_fd_sc_hd__edfxtp_1 81%, sky130_fd_sc_hd__a22oi_1 5.6%, sky130_fd_sc_hd__a222oi_1 1.3% |
| Setup skew after layout | 0.124 ns |
| Port buffer count | 77 |
| Number of buffers between clock root and the deepest sink | 4 |
| Final setup violation count | 0 |
| Static Leak | 108 nW |
| Post-place setup slack | 2.60 ns |
| Count of maximum capacitance violations | 2 |
| Worst slew slack as a fraction of its limit | -5.69% |
| Initial antenna violation count | 121 |
| Global-route wire length before repair | 1610000 µm |
| Achievable Freq | 0.122 GHz |
| Power density normalized to cell area | 208 nW/µm² |
| Synthesized area | 304000 µm² |
| Number of pins exceeding their max-slew limit in the final report | 4 |
| Largest fanout of any net on the critical path | 31 |
| Average routed wire per standard cell | 38.1 µm |
| Final HPWL DP | 768000 µm |
| Synth Area in Adders | 0% |
| Clk latency late pin | 1.23 ns |
| Netlist cell types | 77 |
| Critical hold path startpoint | memory[0][5]$_DFFE_PP_ |
| Quantity of hold-fixing buffers added after cts | 0 |
| Synth-to-Final Area Change | 16.8% |
[critical path, delay by kind of cell, from the launching register on]
family | cells | cell delay (ns)
simple gates | 6 | 4.17
flops | 1 | 0.73
compound gates | 2 | 0.36
buf+inv | 6 | 2.61
[kinds of logic after synthesis]
family                    count (synthesis)
DFF                                    8267
AOI/OAI and AO/OA                      4716
and+or+nand+nor                        2454
buffers and inverters                  1305
muxes                                    53
xor gates and xnor gates                  4
[flip-flops by register name, indices dropped and copies added (netlist names)]
signal	count
memory	8192
dataOut	32
prevDataIn	32
prevAddress	8
prevMemOp	2
memWriteEnable	1
[path summary, 6_finish.rpt]
kind	to	cells past startpoint
min in group asynchronous	memWriteEnable$_DFF_PP0_	2
min reg2reg	dataOut[5]$_DFFE_PP0N_	2
max in group asynchronous	prevAddress[5]$_DFF_PP0_	5
max	dataOut[5]$_DFFE_PP0N_	14
max reg2reg	dataOut[5]$_DFFE_PP0N_	14
min	dataOut[5]$_DFFE_PP0N_	2
[area by class of cell]
type | count | share of cell area [%]
Multi-Input combinational cell | 7227 | 15.1
Clock inverter | 408 | 1.19
Clock buffer | 1043 | 5.96
Tap cell | 13356 | 4.71
Sequential cell | 8267 | 69.9
Inverter | 5 | 0.00670
Antenna cell | 166 | 0.117
Timing Repair Buffer | 1342 | 3.01
[synthesized netlist by cell type (8+ instances only)]
cell                           n
sky130_fd_sc_hd__a2111oi_0   181
sky130_fd_sc_hd__or4b_2        8
sky130_fd_sc_hd__a41oi_1      24
sky130_fd_sc_hd__a32oi_1     336
sky130_fd_sc_hd__dfrtp_1      75
sky130_fd_sc_hd__nand4_1     261
sky130_fd_sc_hd__and2_1       24
sky130_fd_sc_hd__nor4bb_1     11
sky130_fd_sc_hd__edfxtp_1   8192
sky130_fd_sc_hd__and4b_1       8
sky130_fd_sc_hd__a22oi_1    2250
sky130_fd_sc_hd__nand2_1     196
sky130_fd_sc_hd__a32o_1       37
sky130_fd_sc_hd__a222oi_1    397
sky130_fd_sc_hd__o21ai_0     101
sky130_fd_sc_hd__mux2_2       30
sky130_fd_sc_hd__o21ai_1      10
sky130_fd_sc_hd__a221oi_1     86
sky130_fd_sc_hd__buf_2       129
sky130_fd_sc_hd__and3_1      580
sky130_fd_sc_hd__nor4b_1      15
sky130_fd_sc_hd__a31o_2       11
sky130_fd_sc_hd__buf_1       176
sky130_fd_sc_hd__clkbuf_1    961
sky130_fd_sc_hd__mux2i_1      23
sky130_fd_sc_hd__o211ai_1     26
sky130_fd_sc_hd__nor2_1      326
sky130_fd_sc_hd__a211oi_1     13
sky130_fd_sc_hd__nor3_1      279
sky130_fd_sc_hd__nor4_1      267
sky130_fd_sc_hd__o2bb2ai_1    10
sky130_fd_sc_hd__buf_6        17
sky130_fd_sc_hd__o221ai_1      9
sky130_fd_sc_hd__nand3_1     378
sky130_fd_sc_hd__nand4bb_1    10
sky130_fd_sc_hd__a21oi_1     193
sky130_fd_sc_hd__o2111a_1     11
sky130_fd_sc_hd__o22a_1       34
sky130_fd_sc_hd__a31oi_1      38
sky130_fd_sc_hd__a221o_1      29
sky130_fd_sc_hd__o22ai_1     602
sky130_fd_sc_hd__or4_1        44
sky130_fd_sc_hd__nand4b_1     10
sky130_fd_sc_hd__buf_4        17
sky130_fd_sc_hd__a22o_1      297
[where the power goes]
part	total, mW	internal (mW)	switching (mW)
Clock	31.0	17.2	13.8
Combinational	2.48	0.519	1.96
Sequential	40.4	40.1	0.279
[metal layers]
metal | up-vias | wire [µm] | global-route usage, %
met5 | - | 13200 | 11.5
met4 | 253 | 94700 | 15.1
met3 | 3632 | 267000 | 25.1
met2 | 17092 | 503000 | 33.2
met1 | 91321 | 334000 | 22.3
li1 | 73691 | - | -
[metrics by stage]
step                      total power [mW]  util [%]  hold slack, ns  area (µm²)
final                                 73.9      35.1           0.503      355000
after global routing                  75.4      35.1           0.523      354000
after CTS                             73.9      35.1           0.503      354000
after detailed placement              43.5      32.6           0.490      329000
after global placement                43.5      32.6           0.489      329000
after floorplan                       42.0         -           0.452      304000
Power and IR drop assume default switching activity.
